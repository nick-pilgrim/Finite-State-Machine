==> ./design.v <==
module FSM(input clk, reset, SW1, SW2, SW3, SW4, output logic [2:0] state, output logic [1:0] Z);  
localparam S0=3'b000, S1=3'b001, S2=3'b010, S3=3'b011, S4=3'b100;  
logic [2:0] nextQ;  
logic [2:0] H7seg;
always_ff @(posedge clk or posedge reset)  
	if(reset) begin
		state <= S0;
	end
	else if(((reset&SW1)|(reset&SW2)|(reset&SW3)|(reset&SW4)|(SW1&SW2)|(SW1&SW3)|(SW1&SW4)|(SW2&SW3)|(SW2&SW4)|(SW3&SW4)) == 1'b0) begin
		state <= nextQ;
	end
always_comb begin  
	nextQ = state;
	case(state)
		S0: begin  
		Z = 2'b01;  
		if(SW1)
			nextQ = S1;
		else if(SW3)
			nextQ = S3;
		else if (reset)
			nextQ = S0;
		else if(SW2 | SW4)
			nextQ = S0;
		end
		S1: begin  
		Z = 2'b01;  
		if(SW2)
			nextQ = S2;
		else if (reset)
			nextQ = S0;
		else if(SW1 | SW3 | SW4)
			nextQ = S1;
		end
		S2: begin  
		Z = 2'b10;  
		if(SW2)
			nextQ = S1;
		else if(SW3)
			nextQ = S3;
		else if (reset)
			nextQ = S0;
		else if(SW1 | SW4)
			nextQ = S2;
		end
		S3: begin
		Z = 2'b11;  
		if(SW2)
			nextQ = S1;
		else if (SW1)
			nextQ = S4;
		else if (reset)
			nextQ = S0;
		else if(SW3 | SW4)
			nextQ = S3;
		end
		S4: begin
		Z = 2'b10;  
		if(SW2)
			nextQ = S1;
		else if (reset)
			nextQ = S0;
		else if(SW1 | SW3 | SW4)
			nextQ = S4;
		end
		default: begin nextQ = S0; Z <= 2'b01; end
	endcase
end
always_comb begin
	if(reset)
		H7seg = 3'b000;
	else
		H7seg = state;
	end
endmodule 
module FSM_tb();  
reg SW1,SW2,SW3,SW4, clk, reset;
wire [1:0] Z;
wire [2:0] state;
FSM tb(clk, reset,SW1,SW2,SW3,SW4,state, Z);  
initial begin
	$display("This is testbench for CASE 1");
	clk =0; reset=1; SW1 =0; SW2=0; SW3 =0; SW4=0; #10;
	clk=1; #10;
	$display("clk= %b, reset= %b, SW1= %b, SW2= %b, SW3= %b, SW4= %b, state= %b, Z= %b", clk, reset, SW1,SW2,SW3,SW4,state, Z);
	clk =0; reset=0; SW1 =1; SW2=0; SW3 =0; SW4=0; #10;
	clk=1; #10;
	$display("clk= %b, reset= %b, SW1= %b, SW2= %b, SW3= %b, SW4= %b, state= %b, Z= %b", clk, reset, SW1,SW2,SW3,SW4,state, Z);
	clk =0; reset=0; SW1 =0; SW2=1; SW3 =0; SW4=0; #10;
	clk=1; #10;
	$display("clk= %b, reset= %b, SW1= %b, SW2= %b, SW3= %b, SW4= %b, state= %b, Z= %b", clk, reset, SW1,SW2,SW3,SW4,state, Z);
	clk =0; reset=0; SW1 =0; SW2=1; SW3 =0; SW4=0; #10;
	clk=1; #10;
	$display("clk= %b, reset= %b, SW1= %b, SW2= %b, SW3= %b, SW4= %b, state= %b, Z= %b", clk, reset, SW1,SW2,SW3,SW4,state, Z);
	clk =0; reset=0; SW1 =0; SW2=1; SW3 =0; SW4=0; #10;
	clk=1; #10;
	$display("clk= %b, reset= %b, SW1= %b, SW2= %b, SW3= %b, SW4= %b, state= %b, Z= %b", clk, reset, SW1,SW2,SW3,SW4,state, Z);
	clk =0; reset=0; SW1 =0; SW2=0; SW3 =0; SW4=1; #10;
	clk=1; #10;
	$display("clk= %b, reset= %b, SW1= %b, SW2= %b, SW3= %b, SW4= %b, state= %b, Z= %b", clk, reset, SW1,SW2,SW3,SW4,state, Z);
	clk =0; reset=0; SW1 =0; SW2=0; SW3 =1; SW4=0; #10;
	clk=1; #10;
	$display("clk= %b, reset= %b, SW1= %b, SW2= %b, SW3= %b, SW4= %b, state= %b, Z= %b", clk, reset, SW1,SW2,SW3,SW4,state, Z);
	clk =0; reset=0; SW1 =1; SW2=0; SW3 =0; SW4=0; #10;
	clk=1; #10;
	$display("clk= %b, reset= %b, SW1= %b, SW2= %b, SW3= %b, SW4= %b, state= %b, Z= %b", clk, reset, SW1,SW2,SW3,SW4,state, Z);
	clk =0; reset=0; SW1 =0; SW2=1; SW3 =0; SW4=0; #10;
	clk=1; #10;
	$display("clk= %b, reset= %b, SW1= %b, SW2= %b, SW3= %b, SW4= %b, state= %b, Z= %b", clk, reset, SW1,SW2,SW3,SW4,state, Z);
	clk =0; reset=0; SW1 =0; SW2=1; SW3 =0; SW4=0; #10;
	clk=1; #10;
	$display("clk= %b, reset= %b, SW1= %b, SW2= %b, SW3= %b, SW4= %b, state= %b, Z= %b", clk, reset, SW1,SW2,SW3,SW4,state, Z);
	clk =0; reset=0; SW1 =0; SW2=0; SW3 =1; SW4=0; #10;
	clk=1; #10;
	$display("clk= %b, reset= %b, SW1= %b, SW2= %b, SW3= %b, SW4= %b, state= %b, Z= %b", clk, reset, SW1,SW2,SW3,SW4,state, Z);
	clk =0; reset=0; SW1 =0; SW2=1; SW3 =0; SW4=0; #10;
	clk=1; #10;
	$display("clk= %b, reset= %b, SW1= %b, SW2= %b, SW3= %b, SW4= %b, state= %b, Z= %b", clk, reset, SW1,SW2,SW3,SW4,state, Z);
	$display("This is testbench for CASE 2");
	clk =0; reset=1; SW1 =0; SW2=0; SW3 =0; SW4=0; #10;
	clk=1; #10;
	$display("clk= %b, reset= %b, SW1= %b, SW2= %b, SW3= %b, SW4= %b, state= %b, Z= %b", clk, reset, SW1,SW2,SW3,SW4,state, Z);
	clk =0; reset=0; SW1 =1; SW2=0; SW3 =0; SW4=0; #10;
	clk=1; #10;
	$display("clk= %b, reset= %b, SW1= %b, SW2= %b, SW3= %b, SW4= %b, state= %b, Z= %b", clk, reset, SW1,SW2,SW3,SW4,state, Z);
	clk =0; reset=0; SW1 =0; SW2=1; SW3 =0; SW4=0; #10;
	clk=1; #10;
	$display("clk= %b, reset= %b, SW1= %b, SW2= %b, SW3= %b, SW4= %b, state= %b, Z= %b", clk, reset, SW1,SW2,SW3,SW4,state, Z);
	clk =0; reset=0; SW1 =0; SW2=0; SW3 =1; SW4=0; #10;
	clk=1; #10;
	$display("clk= %b, reset= %b, SW1= %b, SW2= %b, SW3= %b, SW4= %b, state= %b, Z= %b", clk, reset, SW1,SW2,SW3,SW4,state, Z);
	clk =0; reset=0; SW1 =1; SW2=0; SW3 =0; SW4=0; #10;
	clk=1; #10;
	$display("clk= %b, reset= %b, SW1= %b, SW2= %b, SW3= %b, SW4= %b, state= %b, Z= %b", clk, reset, SW1,SW2,SW3,SW4,state, Z);
	clk =0; reset=1; SW1 =0; SW2=0; SW3 =0; SW4=0; #10;
	clk=1; #10;
	$display("clk= %b, reset= %b, SW1= %b, SW2= %b, SW3= %b, SW4= %b, state= %b, Z= %b", clk, reset, SW1,SW2,SW3,SW4,state, Z);
end
endmodule
module FSM_pv(input KEY0, SW0, SW1, SW2, SW3, SW4, output logic [6:0] SEG0, SEG1, SEG2, SEG3, output logic [6:0] LED_SW);
wire[2:0] state;  
wire [1:0] Z;  
reg clk, s0, s1, s2, s3, s4;  
FSM f1(clk, s0,s1,s2,s3,s4, state, Z);
always_comb begin
	clk = KEY0;  
	s0 = SW0;
	s1 = SW1;
	s2 = SW2;
	s3 = SW3;
	s4 = SW4;
end
always_comb begin  
	SEG0 = 7'b1111111;  
	SEG1 = 7'b1111111;  
	SEG2 = 7'b1111111;  
	SEG3 = 7'b1111111;  
	LED_SW[0] = 1'b0;
	LED_SW[1] = 1'b0;
	LED_SW[2] = 1'b0;
	LED_SW[3] = 1'b0;
	LED_SW[4] = 1'b0;
	LED_SW[5] = 1'b0;
	LED_SW[6] = 1'b0;
	case(state)
		3'b000: begin  
			SEG3 = 7'b0001100;  
			SEG2 = 7'b1001111;  
			SEG1 = 7'b1000111;  
			SEG0 = 7'b0010000;  
			LED_SW[0] = SW0;  
			LED_SW[1] = SW1;
			LED_SW[2] = SW2;
			LED_SW[3] = SW3;
			LED_SW[4] = SW4;
			LED_SW[5] = Z[0];
			LED_SW[6] = Z[1];
		end
		3'b001: begin  
			SEG3 = 7'b0010010;  
			SEG2 = 7'b1110111;  
			SEG1 = 7'b1000000;  
			SEG0 = 7'b1111001;  
			LED_SW[0] = SW0;  
			LED_SW[1] = SW1;
			LED_SW[2] = SW2;
			LED_SW[3] = SW3;
			LED_SW[4] = SW4;
			LED_SW[5] = Z[0];
			LED_SW[6] = Z[1];
		end
		3'b010: begin  
			SEG3 = 7'b0010010;  
			SEG2 = 7'b1110111;  
			SEG1 = 7'b1000000;  
			SEG0 = 7'b0100100;  
			LED_SW[0] = SW0;  
			LED_SW[1] = SW1;
			LED_SW[2] = SW2;
			LED_SW[3] = SW3;
			LED_SW[4] = SW4;
			LED_SW[5] = Z[0];
			LED_SW[6] = Z[1];
		end
		3'b011: begin   
			SEG3 = 7'b0010010;  
			SEG2 = 7'b1110111;  
			SEG1 = 7'b1000000;  
			SEG0 = 7'b0110000;  
			LED_SW[0] = SW0;
			LED_SW[1] = SW1;  
			LED_SW[2] = SW2;
			LED_SW[3] = SW3;
			LED_SW[4] = SW4;
			LED_SW[5] = Z[0];
			LED_SW[6] = Z[1];
		end
		3'b100: begin  
			SEG3 = 7'b0010010;  
			SEG2 = 7'b1110111;  
			SEG1 = 7'b1000000;  
			SEG0 = 7'b0011001;  
			LED_SW[0] = SW0;  
			LED_SW[1] = SW1;
			LED_SW[2] = SW2;
			LED_SW[3] = SW3;
			LED_SW[4] = SW4;
			LED_SW[5] = Z[0];
			LED_SW[6] = Z[1];
		end
		default: begin
			SEG0 = 7'b1111111;  
			SEG1 = 7'b1111111;  
			SEG2 = 7'b1111111;  
			SEG3 = 7'b1111111;  
			LED_SW[0] = 1'b0;
			LED_SW[1] = 1'b0;
			LED_SW[2] = 1'b0;
			LED_SW[3] = 1'b0;
			LED_SW[4] = 1'b0;
			LED_SW[5] = 1'b0;
			LED_SW[6] = 1'b0;
			end
		endcase
	end
endmodule
module debounce #(parameter size=8) (input reset, clk, pb, output logic pulse);
logic [size-1:0] cnt;
always_ff @(posedge clk) begin
	if(reset) begin 
		cnt <= {size{1'b1}};
		pulse <= 1'b1;
	end
	else begin
		cnt <= {cnt[size-2:0], pb};
		if(&cnt)
			pulse <= 1'b1;
		else if (~|cnt)
			pulse <= 1'b0;
	end
end
endmodule
==> ./run.sh <==
#!/bin/bash
# OpenROAD 26Q1-2900-gdf79404cd8, Yosys 0.63+post, stock flow scripts
make -C /OpenROAD-flow-scripts/flow DESIGN_CONFIG=/design/flow/config.mk WORK_HOME=/design/flow/orfs finish
==> ./config.mk <==
export PLATFORM = sky130hd
export DESIGN_NAME = debounce
export DESIGN_NICKNAME = debounce
export VERILOG_FILES = /design/flow/design.v
export SDC_FILE = /design/flow/constraint.sdc
export NUM_CORES = 4
export LEC_CHECK = 1
export CORE_AREA = 10 10 70 70
export DIE_AREA = 0 0 80 80
==> ./constraint.sdc <==
current_design debounce

set clk_period 2.1
set clk_io_pct 0.2

create_clock -name clk0 -period $clk_period [get_ports {clk}]

set non_clock_inputs [all_inputs -no_clocks]
set_input_delay [expr $clk_period * $clk_io_pct] -clock clk0 $non_clock_inputs
set_output_delay [expr $clk_period * $clk_io_pct] -clock clk0 [all_outputs]
==> results.yml <==
# synthesis and place-and-route metrics
global_routing:
  grt_max_degree: 10
  grt_antenna_before_repair: 0
  overflow: 0
  first_global_vias: 187
  grt_pass1_wl_um: 807
  grt_usage: 0.0165
pwr:
  power_w: 0.000316
  peakVddDrop_mv: 0.398
  p_leak_nw: 0.123
  p_per_area_mw_per_mm2: 794
job:
  warning_count: 25
  drv_cap: 0
synthesis:
  synthCells: 24
  synth.cellmix.simpleShare: 0.335
  ys_cells: 24
  logic_family: "simple AND/OR/NAND/NOR gates"
  syn_area_um2: 284
  ys_warn_count: 1
  avgSynthCellArea_um2: 11.8
  synth_adder_area_share: 0
  synth_seq_share: 0.634
  synth.distinct_cells: 8
  ys_area_um2: 284
  xor_share: 0
  ys_sh_mux: 0
  synthAoiAreaFrac: 0.0308
  ys_seq_elements: 9
timing:
  setup_viol: 0
  skew_ns: 0.00379
  hold_viol_final: 0
  grt_setup_unrepaired: "false"
  slew_viol_final: 0
  period_used_share: 0.717
  finalCriticalPeriod_ns: 1.51
  worst_slew_pin_slew_ns: 0.221
  max_freq_ghz: 0.664
  fin_setup_tns_ns: 0
  max_slew_margin: 0.851
min_path:
  min_path_type: "reg -> reg"
  holdCritStartpoint: "pulse"
  whs_endpoint: "pulse"
  hold_depth: 1
setup_path:
  rr_startpoint: "cnt[7]"
  cp_slowest_cell: "clkdlybuf4s50_1"
  worstSetupPathType: "reg -> out"
  critPathMaxFanout: 2
  crit_path_end_kind: "primary output"
  crit_family: "buffers and inverters"
  worst-path-buf-inv: 1
  required_ns: 1.68
  critical-path-max-stage-delay_ns: 0.50
  start_kind: "register"
  crit_path_cell_trace: "clkdlybuf4s50_1"
  r2r_end: "pulse"
  cp.arrival_ns: 1.09
  reg2regPathDepth: 3
  critical_path_depth: 1
  r2r_slack_ns: 1.04
placed_design:
  numPortBuffers: 3
  place.gp.congestion: 0.770
routing:
  drtIter0Drc: 7
  via_per_inst: 2.29
  final_antenna_net_count: 0
  drc_errors: 0
  diodes: 0
  vias: 176
  drtPass1Iterations: 2
  wl_um: 441
  wl_per_cell_um: 5.73
final_layout:
  drive_gt1_frac: 0.258
  fill_cells: 400
  logic_area_um2: 104
  area_delta_synth_final_pct: 40.1
  ff_latch_area_um2: 180
cts:
  cts_resized: 0
  post-cts-setup-buffers: 0
  clk_pin_slew_worst_paths_ns: 0.06
  cts_tree: "yes"
  cts_buffers: 3
  clock_path_buffers: 2
  insertion_delay_ns: 0.26
  cts_hold_buf: 0
  clockRootBuffer: "clkbuf_4"
  cts_max_level: 1
  cts_num_sinks: 9
floorplanning:
  core-area_mm2: 0.00342
  io_pins: 4
  die-area_mm2: 0.00640
  rows: 21
  die.size.y_um: 80
  core_util_floorplan: 0.0832
  die_w_um: 80
outcome:
  status: "finished, final reports clean"
## layout by cell type (no fill, tap or decap)
master	netlist	final
or2_2	3	3
clkbuf_4	0	3
nor2_1	1	1
dfxtp_1	9	9
or2_1	5	5
nand4_1	2	2
clkbuf_1	0	1
clkdlybuf4s50_1	0	3
nand2_1	1	1
a211o_1	1	1
nor4_2	2	2
## state kept, by name, summed over array words and instances, names as in the netlist
name   cells
pulse      1
cnt        8
## metal layers
metal  vias up  global-route usage  share of wire
met1        72              0.0209           0.60
li1         97                   -              -
met3         0              0.0193           0.13
met2         7              0.0177           0.27
met5         -                   0              0
met4         0             0.00176              0
## worst reg2reg max path, cell delays in order (launching register included)
cell and delay, ns:
dfxtp_1 0.31, nor4_2 0.28, nand2_1 0.08, a211o_1 0.28
## worst max-delay path by stage
stage	from	to	slack [ns]
6_report	pulse	pulse	0.59
5_1_grt	pulse	pulse	0.53
4_1_cts	pulse	pulse	0.58
## per-stage QoR
stage | instances | hold WS [ns] | util | area [um2] | setup WS [ns]
global placement | 73 | 0.466 | 0.109 | 372 | 0.741
global route | 77 | 0.495 | 0.116 | 398 | 0.534
detailed placement | 73 | 0.456 | 0.109 | 372 | 0.727
floorplan | 24 | 0.412 | - | 284 | 1.09
finish | 77 | 0.468 | 0.116 | 398 | 0.594
CTS | 77 | 0.470 | 0.116 | 398 | 0.580
## Yosys cell counts
cell type	instances	area share
nand2_1	1	0.013
a211o_1	1	0.031
or2_2	3	0.066
or2_1	5	0.11
nand4_1	2	0.044
nor4_2	2	0.088
dfxtp_1	9	0.63
nor2_1	1	0.013
## power breakdown
part           internal, W  leakage, nW  switching, W
Sequential        0.000174       0.0734    0.00000267
Combinational   0.00000598       0.0342    0.00000348
Clock            0.0000730       0.0150     0.0000570
Total             0.000253        0.123     0.0000631
## area by class of cell
cell class | count | area share
well taps | 46 | 0.145
flip-flops and latches | 9 | 0.453
multi-input cells | 15 | 0.261
clock buffers | 4 | 0.0660
repair buffers | 3 | 0.0755
## cells by family (layout without fill, tap and decap cells)
logic type / count (synthesis) / after routing
AND-OR/OR-AND: 1 / 1
buffers and inverters: 0 / 7
AND/OR/NAND/NOR: 14 / 14
flip-flops: 9 / 9
No activity file was given, so power comes from the tool's default toggle rates.
